`/design/flow/design.v`:
```
`timescale 1ns / 1ps
module qmut
#(parameter Q=7,
  parameter N=16
  )
(
    input [N-1:0] a,
    input [N-1:0] b,
    output [N-1:0] c
    );
    wire [2*N-1:0] a_ext;
    wire [2*N-1:0] b_ext;
    wire [2*N-1:0] r_ext;
    reg [2*N-1:0] a_mult;
    reg [2*N-1:0] b_mult;
    reg [2*N-1:0] result;
    reg [N-1:0] retVal;
    qtwosComp #(Q,N) comp_a (a[N-1:0],a_ext);
    qtwosComp #(Q,N) comp_b (b[N-1:0],b_ext);
    qtwosComp #(Q,N) comp_r (result[N-2+Q:Q],r_ext);
    assign c = retVal;
    always @(a_ext,b_ext)
    begin
        if(a[N-1] == 1)
            a_mult <= a_ext;
        else
            a_mult <= a;
        if(b[N-1] == 1)
            b_mult <= b_ext;
        else
            b_mult <= b;
    end
    always @(a_mult,b_mult)
    begin
        result <= a_mult * b_mult;
    end
    always @(result,r_ext)
    begin
        if((a[N-1] == 1 && b[N-1] == 0) || (a[N-1] == 0 && b[N-1] ==1))begin
            retVal[N-1] <= 1;
            retVal[N-2:0] <= r_ext[N-2:0];
        end
        else begin
            retVal[N-1] <= 0;
            retVal[N-2:0] <= result[N-2+Q:Q];
        end
    end
endmodule
`timescale 1ns / 1ps
module qtwosComp
#(parameter Q=15,
  parameter N=32
  )
(
    input [N-2:0] a,
    output [2*N-1:0] b
    );
    reg [2*N-1:0] flip;
    reg [2*N-1:0] out;
    assign b=out;
    always @(a)
    begin
        flip <= ~a;
    end
    always @(flip)
    begin
        out <= flip + 1;
    end
endmodule
```
`/design/flow/run.sh`:
```
#!/bin/bash
# OpenROAD 26Q1-2900-gdf79404cd8, Yosys 0.63+post, stock flow scripts
make -C /OpenROAD-flow-scripts/flow DESIGN_CONFIG=/design/flow/config.mk WORK_HOME=/design/flow/orfs finish
```
`/design/flow/config.mk`:
```
export PLATFORM = sky130hd
export DESIGN_NAME = qmut
export DESIGN_NICKNAME = qmut
export VERILOG_FILES = /design/flow/design.v
export SDC_FILE = /design/flow/constraint.sdc
export NUM_CORES = 4
export LEC_CHECK = 1
export CORE_UTILIZATION = 30
```
`/design/flow/constraint.sdc`:
```
current_design qmut

set clk_period 18.1
set clk_io_pct 0.2

create_clock -name clk0 -period $clk_period

set non_clock_inputs [all_inputs -no_clocks]
set_input_delay [expr $clk_period * $clk_io_pct] -clock clk0 $non_clock_inputs
set_output_delay [expr $clk_period * $clk_io_pct] -clock clk0 [all_outputs]
```
==> impl_metrics.toml <==
# yosys + openroad results
[routing]
firstDrtPassIters = 4
wl_met2_mm = 8.543
drt_drc_violations_left = 0
diodes = 0
avgViaCountPerCell = 4.599
drt-total-wl_mm = 20.18
wl_met3_mm = 2.174
route.antenna.remaining_nets = 0
maxUsedRoutingLayer = "met4"
wl_met1_mm = 9.247
num_vias = 6328
drt_iter0_markers = 306
detail_route.wl_per_cell_microns = 14.67

[setup_path]
worst_path_most_repeated_cell = "fa_1"
end_kind = "primary output"
path_delay_family = "adder cells"
cp.arrival_ps = 12430
cp_data_required_time_ps = 14480
cp-startpoint = "b[0]"
worstSetupPathType = "primary input to primary output"
cp-start-kind = "primary input"
cpPeakStageDelay_ps = 680
cp_max_fo = 18
crit_path_top_delay_cell = "xor2_1"
cp.buffers_inverters = 9

[floorplan]
rows = 60
dieArea_sq_um = 28220
fp_util = 0.3066
io_pins = 48
die_width_microns = 168.0
fp.dieH_microns = 168.0
coreArea_sq_um = 26950

[placed_design]
placed_cell_area_sq_um = 9276
dpl.hpwl_mm = 17.51
portBuffers = 48
place_ws_ps = 2015
finalWeightedCongestion = 0.9215

[run]
openroad.warnings = 32
max-cap-violations = 0

[sta]
rsz0062_at_grt = "no"
tightest_slew_ps = 956.7
hold_violations = 0
post-route-period-util = 0.8869
slew-limit-headroom = 0.3576
fin_setup_tns_ps = 0
period_minus_slack_ps = 16050
fin_ws_ps = 2047
slew_violations = 0
clock.fmax_mhz = 62.29
finalSetupViolCount = 0

[grt]
grt_pass1_wl_mm = 34.15
grt_pass1_vias = 6588
grt_antenna_before_repair = 0
grt_usage = 0.1604
grt_start_max_net_pins = 21
grt-ovfl-total = 0

[logic_synthesis]
syn-cell-area_sq_um = 8264
yosysWarningCount = 4
ys_area_sq_um = 8264
ys_cells = 988
synth_seq_share = 0
synth_top_area_share = 0.4167
yosys.area.top_type = "fa_1"
ys_types = 57
syn_inst = 988
syn_avg_cell_area_sq_um = 8.365
top_cells_by_area = "fa_1 42%, ha_1 11%, inv_1 9.8%"

[cells_and_area]
final_core_util = 0.3442
area_growth_syn_to_layout_pct = 12.25
fill_cells = 2733
fin_area_sq_um = 9276
seq_cells = 0
seq_area_sq_um = 0
clkbuf_count = 0
drive_gt1_frac = 0.04251

[status]
status = "finished clean"

[hold_path]
min_to = "c[2]"
holdPathStages = 6
hold_class = "primary input to primary output"
min-delay-start = "a[15]"

[clocking]
cts_hold_buf = 0
postCtsSetupRepairBufs = 0
cts_resized = 0
[stage by stage]
stage / cells / hold slack [ps]
floorplan: 988 / 7828
global placement: 1376 / 9053
detailed placement: 1376 / 9061
CTS: 1376 / 9058
global route: 1376 / 9157
finish: 1376 / 9070
[worst min-delay path, stage by stage]
cell	delay, ps
clkdlybuf4s50_1	770
xnor2_1	270
buf_4	200
nor2_1	120
xnor2_1	70
clkdlybuf4s50_1	400
[cell families after synthesis]
logic type / count (synthesis) / synth area share
and+or+nand+nor: 311 / 0.1703
AOI/OAI and AO/OA: 76 / 0.06586
buffers and inverters: 246 / 0.1117
xor gates and xnor gates: 103 / 0.1158
adders and majority gates: 246 / 0.5287
muxes: 6 / 0.007570
[routing by layer]
metal  track usage  up-vias
met5             0        -
met4       0.01596        0
met3       0.05075       10
li1              -     3069
met1        0.2440     3007
met2        0.2384      242
[area by class of cell]
| type | instances | area, sq um | share of cell area |
|---|---|---|---|
| Timing Repair Buffer | 77 | 698.2 | 0.07526 |
| Multi-Input combinational cell | 742 | 7341 | 0.7913 |
| Tap cell | 341 | 426.7 | 0.04599 |
| Inverter | 216 | 810.8 | 0.08740 |
[worst max path at each step]
stage	endpoint	slack [ps]	depth (start not counted)
final	c[14]	2050	30
after global routing	c[14]	1500	29
after CTS	c[14]	2000	30
[synthesized netlist by cell type (all sizes together) (2+ instances only)]
cell type and n:
and2 28, a2111o 2, nand3 10, clkbuf 28
fa 172, inv 215, o21ai 17, nor2b 8
or4 3, o21a 7, o31a 2, nand2b 11
nor2 81, mux2 2, xnor2 67, or2 8
a21o 4, o31ai 7, nor4 2, a21boi 4
nor3 4, buf 2, xor2 32, a21oi 12
o21bai 3, xnor3 4, or3 6, nand2 140
mux2i 4, a41oi 3, o41ai 2, a31oi 3
and4 2, ha 74, nand4 3
[cells in the final DEF, fill, tap and decap left out, types with 5 or more instances in the layout]
master,instances
inv_1,215
fa_1,172
nand2_1,140
nor2_1,81
ha_1,74
xnor2_1,67
clkdlybuf4s50_1,48
xor2_1,32
buf_4,29
and2_1,28
o21ai_0,15
a21oi_1,12
nand2b_1,11
nand3_1,10
or2_2,8
nor2b_1,8
o21a_1,7
o31ai_1,7
or3_1,5
